--- ./constraint.sdc ---
current_design Control_Unit

set clk_period 3.1
set clk_io_pct 0.2

create_clock -name clk0 -period $clk_period [get_ports {clk}]

set non_clock_inputs [all_inputs -no_clocks]
set_input_delay [expr $clk_period * $clk_io_pct] -clock clk0 $non_clock_inputs
set_output_delay [expr $clk_period * $clk_io_pct] -clock clk0 [all_outputs]
--- ./run.sh ---
#!/bin/bash
# OpenROAD 26Q1-2900-gdf79404cd8, Yosys 0.63+post, stock flow scripts
make -C /OpenROAD-flow-scripts/flow DESIGN_CONFIG=/design/flow/config.mk WORK_HOME=/design/flow/orfs finish
--- ./config.mk ---
export PLATFORM = sky130hd
export DESIGN_NAME = Control_Unit
export DESIGN_NICKNAME = Control_Unit
export VERILOG_FILES = /design/flow/design.v
export SDC_FILE = /design/flow/constraint.sdc
export NUM_CORES = 4
export LEC_CHECK = 1
export CORE_AREA = 10 10 75 75
export DIE_AREA = 0 0 85 85
--- ./design.v ---
module Control_Unit (
    input wire clk,
    input wire rst_n,
    input wire [6:0] instruction_opcode,
    output reg pc_write,
    output reg ir_write,
    output reg pc_source,
    output reg reg_write,
    output reg memory_read,
    output reg is_immediate,
    output reg memory_write,
    output reg pc_write_cond,
    output reg lorD,
    output reg memory_to_reg,
    output reg [1:0] aluop,
    output reg [1:0] alu_src_a,
    output reg [1:0] alu_src_b
);
localparam FETCH        = 4'b0000;
localparam DECODE       = 4'b0001;
localparam MEMADR       = 4'b0010;
localparam MEMREAD      = 4'b0011;
localparam MEMWB        = 4'b0100;
localparam MEMWRITE     = 4'b0101;
localparam EXECUTER     = 4'b0110;
localparam ALUWB        = 4'b0111;
localparam EXECUTEI     = 4'b1000;
localparam BRANCH       = 4'b1001;
localparam JAL_CALC     = 4'b1010;
localparam JAL_WB       = 4'b1011;
localparam JALR_CALC    = 4'b1100;
localparam JALR_WB      = 4'b1101;
localparam AUIPC_CALC   = 4'b1110;
localparam AUIPC_WB     = 4'b1111;
localparam LUI          = 5'b10000;
localparam LUI_WB       = 5'b10001;
localparam JALR_WAIT    = 5'b10010;
localparam LW      = 7'b0000011;
localparam SW      = 7'b0100011;
localparam RTYPE   = 7'b0110011;
localparam ITYPE   = 7'b0010011;
localparam JALI    = 7'b1101111;
localparam JALRI   = 7'b1100111;
localparam BRANCHI = 7'b1100011;
localparam AUIPCI  = 7'b0010111;
localparam LUII    = 7'b0110111;
reg [4:0] state, next_state;
always @(posedge clk or negedge rst_n) begin
    if (!rst_n)
        state <= FETCH;
    else
        state <= next_state;
end
always @(*) begin
    case (state)
        FETCH:    next_state = DECODE;
        DECODE: begin
            case (instruction_opcode)
                LW:      next_state = MEMADR;
                SW:      next_state = MEMADR;
                RTYPE:   next_state = EXECUTER;
                ITYPE:   next_state = EXECUTEI;
                JALI:    next_state = JAL_CALC;
                JALRI:   next_state = JALR_WAIT;
                BRANCHI: next_state = BRANCH;
                AUIPCI:  next_state = AUIPC_CALC;
                LUII:    next_state = LUI;
                default: next_state = FETCH;
            endcase
        end
        MEMADR:       next_state = (instruction_opcode == LW) ? MEMREAD : MEMWRITE;
        MEMREAD:      next_state = MEMWB;
        MEMWB:        next_state = FETCH;
        MEMWRITE:     next_state = FETCH;
        EXECUTER:     next_state = ALUWB;
        EXECUTEI:     next_state = ALUWB;
        ALUWB:        next_state = FETCH;
        JAL_CALC:     next_state = JAL_WB;
        JAL_WB:       next_state = FETCH;
        JALR_WAIT:    next_state = JALR_CALC;
        JALR_CALC:    next_state = JALR_WB;
        JALR_WB:      next_state = FETCH;
        BRANCH:       next_state = FETCH;
        AUIPC_CALC:   next_state = AUIPC_WB;
        AUIPC_WB:     next_state = FETCH;
        LUI:          next_state = LUI_WB;
        LUI_WB:       next_state = FETCH;
        default:      next_state = FETCH;
    endcase
end
always @(*) begin
    pc_write       = 0;
    ir_write       = 0;
    pc_source      = 0;
    reg_write      = 0;
    memory_read    = 0;
    is_immediate   = 0;
    memory_write   = 0;
    pc_write_cond  = 0;
    lorD           = 0;
    memory_to_reg  = 0;
    aluop          = 2'b00;
    alu_src_a      = 2'b00;
    alu_src_b      = 2'b00;
    case (state)
        FETCH: begin
            memory_read = 1;
            ir_write    = 1;
            pc_write    = 1;
            alu_src_a   = 2'b00;
            alu_src_b   = 2'b01;
        end
        DECODE: begin
            alu_src_a = 2'b10;
            alu_src_b = 2'b10;
        end
        MEMADR: begin
            alu_src_a = 2'b01;
            alu_src_b = 2'b10;
        end
        MEMREAD: begin
            memory_read = 1;
            lorD        = 1;
        end
        MEMWB: begin
            reg_write     = 1;
            memory_to_reg = 1;
        end
        MEMWRITE: begin
            memory_write = 1;
            lorD         = 1;
        end
        EXECUTER: begin
            alu_src_a = 2'b01;
            alu_src_b = 2'b00;
            aluop     = 2'b10;
        end
        EXECUTEI: begin
            alu_src_a    = 2'b01;
            alu_src_b    = 2'b10;
            aluop        = 2'b10;
            is_immediate = 1;
        end
        ALUWB: begin
            reg_write     = 1;
            memory_to_reg = 0;
        end
        JAL_CALC: begin
            alu_src_a = 2'b10;
            alu_src_b = 2'b01;
            pc_write  = 1;
            pc_source = 1;
        end
        JAL_WB: begin
            reg_write     = 1;
            memory_to_reg = 0;
        end
        JALR_WAIT: begin
            alu_src_a     = 2'b01;
            alu_src_b     = 2'b10;
            aluop         = 2'b00;
        end
        JALR_CALC: begin
            alu_src_a     = 2'b10;
            alu_src_b     = 2'b01;
            aluop         = 2'b00;
            pc_write      = 1;
            pc_source     = 1;
            is_immediate  = 1;
        end
        JALR_WB: begin
            reg_write     = 1;
            memory_to_reg = 0;
        end
        BRANCH: begin
            alu_src_a     = 2'b01;
            alu_src_b     = 2'b00;
            aluop         = 2'b01;
            pc_write_cond = 1;
            pc_source     = 1;
        end
        AUIPC_CALC: begin
            alu_src_a = 2'b10;
            alu_src_b = 2'b10;
        end
        AUIPC_WB: begin
            reg_write     = 1;
            memory_to_reg = 0;
        end
        LUI: begin
            alu_src_a = 2'b11;
            alu_src_b = 2'b10;
        end
        LUI_WB: begin
            reg_write     = 1;
            memory_to_reg = 0;
        end
    endcase
end
endmodule
==> flow_summary.ini <==
; flow metrics
[worst_setup_path]
rr_endpoint = state[1]$_DFF_PN0_
max_stage_delay_ps = 500
worst_setup_path_start_kind = register
r2r_slack_ps = 1440
critPathCaptureType = output port
reg2regPathDepth = 6
cpMaxStageDelayCell = clkdlybuf4s50_1
critical_path.cell_chain = inv_1 > ha_1 > nor2b_1 > nand2_1 > a21oi_1 > clkdlybuf4s50_1
regToRegStartpoint = state[0]$_DFF_PN0_
cp.required_ps = 2480
arrival_ps = 2210
critPathMaxFanout = 9
crit_type = register to output port

[clocking]
cts_root_buf = clkbuf_8
path_clk_slew_ps = 40
cts.sinks = 5
clock_latency_ps = 220
cts_hold_buf = 0
clockBufferDepth = 2
cts_tree = yes
cts_buffers = 3
htreeDepth = 1
post-cts-setup-buffers = 0
cts_resized = 0

[synth]
netlist_instances = 100
synth.top_cell.area_share_pct = 17.3
ys_async_sr_fraction_pct = 100
synth.distinct_cells = 39
ys_warn_count = 1
ys_top_cells_by_count = nand2_1 (10), nor2_1 (10), a21oi_1 (8)
largest_area_cell = dfrtp_1
adder_share_pct = 8.64
simple_gate_share_pct = 32.1
ys.flops = 5
yosysCellCount = 100
flop_cell = dfrtp_1
edf_count = 0
compound_area_share_pct = 27.6
yosys-top-cells-area = dfrtp_1 (17%), ha_1 (8.6%), a21oi_1 (5.5%)
synth_area_sq_um = 724
mux_area_share_pct = 1.38
ys_top_logic_family = simple AND/OR/NAND/NOR gates
syn_avg_cell_area_sq_um = 7.24
xor_share_pct = 2.42
yosysChipArea_sq_um = 724
ys_seq_share_pct = 17.3

[die]
die_w_um = 85
core_util_floorplan_pct = 17.9
core_sq_um = 4060
die_area_sq_um = 7230
die_y_um = 85
rows = 23
io_pins = 25

[status]
status = finished clean

[sta]
rsz0062_at_grt = no
setup_viol = 0
worst_pin_slew_ps = 520
fin_tns_setup_ps = 0
timing.slew.headroom_pct = 65.3
hold_slack_ps = 617
min_period_ps = 2830
maxSlewViolCount = 0
fmax_mhz = 354
hold_violations = 0
finalClockSkew_ps = 1.54
fin_crit_sh_pct = 91.1

[cells_and_area]
largest_reg_flops = 5
largest_registers = state: 5 flops
top_register = state
fillers = 436
drive_gt1_share_pct = 7.50
areaGrowthSynthToFinish_pct = 42.1

[power]
total_leakage_power_nw = 0.379
vdd_drop_max_mv = 0.148
fin_total_pwr_mw = 0.752
cellPowerDensity_nw_per_um2 = 730

[global_routing]
grt_max_degree = 18
grt_usage_pct = 5.76
antenna_found_initial = 0
grt_pass1_wl_um = 3680
grt-ovfl-total = 0
grt_pass1_vias = 751

[job]
maxCapViolCount = 0
warning_count = 29

[placed_design]
dp_hpwl_um = 1660
port_buffers = 24
place.gp.congestion = 0.859

[detailed_routing]
wl_per_cell_um = 12.4
insertedDiodeCount = 0
drt_iter0_markers = 83
drcViolationCount = 0
firstDrtPassIters = 4
routed-via-count = 764
ant_nets = 0
avgViaCountPerCell = 4.49
wl_um = 2110

[worst_hold_path]
hold_class = primary input to async pin
-- through the flow --
| step | utilization (%) | cells | setup WS [ps] | cell area, sq um |
|---|---|---|---|---|
| after floorplan | - | 100 | 1110 | 724 |
| after global placement | 24.3 | 166 | 626 | 985 |
| after global routing | 25.4 | 170 | 74.0 | 1030 |
| after detailed placement | 24.3 | 166 | 528 | 985 |
| after CTS | 25.4 | 170 | 279 | 1030 |
| final | 25.4 | 170 | 275 | 1030 |
-- cells in the final DEF, fill, tap and decap left out, drive strengths merged, types with 2 or more instances in the layout --
cell type      synthesis  layout
nand2                 10      10
nand2b                 5       5
nor2b                  2       2
clkbuf                 2       4
nand3b                 2       2
nand3                  2       2
inv                    5       5
clkdlybuf4s50          0      24
xor2                   2       2
o32a                   3       3
o21ai                  6       6
dfrtp                  5       5
o32ai                  2       2
a22oi                  2       2
buf                    8       2
a21oi                  8       8
ha                     5       5
nor3                   5       5
nor2                  10      10
nand4                  2       2
-- where the power goes --
group / leakage, nW / switching, mW / internal [mW]
clock: 0.0228 / 0.0316 / 0.0882
sequential: 0.0671 / 0.0447 / 0.0838
combinational: 0.289 / 0.210 / 0.293
total: 0.379 / 0.286 / 0.466
-- per-layer routing --
metal,global-route usage (%),wire (um),up-vias
met5,0,0,-
met4,1.05,31,0
met3,2.12,253,2
met2,7.70,791,34
met1,8.57,1030,327
li1,-,-,401
-- how the worst max path moves through the flow --
stage	startpoint	end	slack, ps	cells past startpoint
4_1_cts	state[0]$_DFF_PN0_	alu_src_b[0]	280	6
6_report	state[0]$_DFF_PN0_	pc_write	270	6
5_1_grt	state[0]$_DFF_PN0_	pc_write	70	6
-- layout make-up --
| class | instances | area (sq um) | share of cell area [%] |
|---|---|---|---|
| Clock buffer | 4 | 45.0 | 4.37 |
| Inverter | 5 | 18.8 | 1.82 |
| Multi-Input combinational cell | 80 | 523 | 50.8 |
| Sequential cell | 5 | 125 | 12.2 |
| Tap cell | 50 | 62.6 | 6.08 |
| Timing Repair Buffer | 26 | 255 | 24.8 |
-- critical path, delay by kind of cell (launching register included) --
family,cells,cell delay (ps)
buffers and inverters,2,620
DFF,1,410
adders and majority gates,1,330
and+or+nand+nor,2,420
AOI/OAI and AO/OA,1,200
-- logic make-up after synthesis --
kind of cell | after synthesis
multiplexers | 1
AND/OR/NAND/NOR | 43
buffers and inverters | 15
adder cells (fa/ha/maj) | 5
flip-flops | 5
XOR/XNOR | 2
AND-OR/OR-AND | 29
Power is estimated from default activity; no workload was simulated.
